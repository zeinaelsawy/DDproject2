==> /design/flow/design.v <==
`timescale 1ns / 1ps
module Binary_Counter # (parameter x =3, n=6)(input clk, reset, en, updown, output [x-1:0] count);
reg [x-1:0] count;
always @ (posedge clk, posedge reset)
begin 
    if(reset == 1)
        count <= 0;
    else
    if (en == 1)
        if(updown)
            if (count== n-1) 
                count <=0;
            else 
                count <=count+1;
        else
             if (count== 0) 
                count <=n-1;
            else 
                count <=count-1;           
    else
        count <= count;
end 
endmodule
`timescale 1ns / 1ps
module ClockDivider #(parameter n = 50000000)(input clk, rst, en, output reg clk_out);
wire[31:0] count;
Binary_Counter #(32,n) counterMod(.clk(clk),.reset(rst), .en(en),.updown(1'b1), .count(count));
always @ (posedge clk, posedge rst)
begin
    if (rst)
        clk_out<=0;
    else if(count == n-1)
        clk_out<=~clk_out;
end
endmodule
==> /design/flow/run.sh <==
#!/bin/bash
# OpenROAD 26Q1-2900-gdf79404cd8, Yosys 0.63+post, stock flow scripts
make -C /OpenROAD-flow-scripts/flow DESIGN_CONFIG=/design/flow/config.mk WORK_HOME=/design/flow/orfs finish
==> /design/flow/config.mk <==
export PLATFORM = sky130hd
export DESIGN_NAME = ClockDivider
export DESIGN_NICKNAME = ClockDivider
export VERILOG_FILES = /design/flow/design.v
export SDC_FILE = /design/flow/constraint.sdc
export NUM_CORES = 4
export LEC_CHECK = 1
export CORE_UTILIZATION = 30
==> /design/flow/constraint.sdc <==
current_design ClockDivider

set clk_period 5.4
set clk_io_pct 0.2

create_clock -name clk0 -period $clk_period [get_ports {clk}]

set non_clock_inputs [all_inputs -no_clocks]
set_input_delay [expr $clk_period * $clk_io_pct] -clock clk0 $non_clock_inputs
set_output_delay [expr $clk_period * $clk_io_pct] -clock clk0 [all_outputs]
==> deck_impl_summary.md <==
Implementation Results

Logic synthesis
  – Top cells by count: 33 x dfrtp_1, 16 x nand2_1, 14 x nand4_1
  – Top-area cell share: 45.9%
  – Largest area contributor in the netlist: dfrtp_1
  – Asr flop ratio synth: 100%
  – Ys flop type: dfrtp_1
  – Post-synth EDFFs: 0
  – Cell Area, Synth: 0.00180 mm²
  – Ys flops: 33
  – Ys cells: 180
  – Post-synthesis chip area from yosys: 0.00180 mm²
  – Cell variety after synth: 37
  – Top cells by area: dfrtp_1 46%, xor2_1 5.8%, nand4_1 4.9%
  – Most frequent cell after synthesis: dfrtp_1
  – Synth Instances: 180
  – Post-synthesis sequential area ratio: 45.9%
  – Syn. warnings: 2
  – Avg Inst Size Synth: 10.0 µm²

Timing
  – Clock Skews: 0.00361 ns
  – Slew Viols, Final: 0
  – Post-route setup TNS: 0 ns
  – Fin worst setup slack: 2.47 ns
  – Unrepaired setup endpoints after global routing: no
  – Slew headroom: 66.5%
  – Final Cycle Share: 54.2%
  – WHS: 0.464 ns
  – Final hold vios: 0
  – Maximum clock frequency: 342 MHz
  – Slew at the pin with the worst max-slew slack: 0.501 ns
  – Final setup viols: 0
  – Final min period: 2.93 ns

Clock network
  – Cts repair resizes: 0
  – CTS Buf Count: 5
  – Sink Count: 33
  – CTS tree: done
  – H-tree Lvls: 2
  – Clock Latency Late Sink: 0.28 ns
  – Post-CTS setup buffers: 0
  – Clock Pin Slew Worst Setup and Hold Paths: 0.06 ns
  – CTS root buffer: clkbuf_8
  – Hold buffers post-CTS: 0
  – Longest Clk Path Bufs: 2

Power
  – Peak VDD IR: 175 µV
  – Logic pwr share: 13.2%
  – Clock share of power: 32.8%
  – Power share of the sequential group: 53.9%
  – Sw frac: 27.8%
  – Static leakage: 0.843 nW
  – Power Density: 278 mW/mm²
  – Sw power: 0.153 mW
  – P_int: 0.397 mW

Routing
  – DR WL/cell: 13.9 µm
  – Vias per std cell: 5.23
  – DRC: 0
  – Routed WL: 3580 µm
  – Via count: 1343
  – Drt first pass iters: 4
  – Detailed Route Iter0 Violations: 77
  – Antenna diodes: 0
  – Final ANT Viol Nets: 0

Worst setup path
  – CP Max Fanout: 14
  – Arr. time, crit path: 3.13 ns
  – Crit path kind: input port to flip-flop
  – CP Capture Type: flip-flop
  – Worst setup SP type: input port
  – Crit path DRT: 5.61 ns

Cells and area
  – Layout cells sized above 1: 8.65%
  – Area grow syn2layout: 9.73%
  – Layout fillers: 569

Global route
  – Largest net degree at the start of global routing: 34
  – Remaining global-route overflow: 0
  – First-pass GRT wire length: 6630 µm
  – Initial antenna violation count: 0
  – Number of global-route vias before repair: 1391
  – Overall Global Routing Usage: 13.5%

Placed design
  – Placer Congestion: 0.839
  – Pre-CTS WS: 2.21 ns
  – Hpwl dp: 2500 µm
  – Buffers added on ports: 3

Hold path
  – Hold Crit Class: flip-flop to flip-flop

Floorplanning
  – Die width: 79.5 µm
  – # IOs: 4
  – DIE HEIGHT: 79.5 µm
  – Fp util: 31.9%
  – Die ar.: 0.00632 mm²
  – Core Box Area: 0.00564 mm²
  – Row count: 27

Run
  – Max-cap viol count: 0
  – Total tool warning count: 25

Run status
  – Outcome: completed
==> worst max-delay path: stages <==
cell and delay, ns:
clkdlybuf4s50_1 0.78, nand4_1 0.31, or3_1 0.49, or3_1 0.33, a21oi_1 0.14
==> state kept, by name, indices dropped and copies added (netlist names) <==
| register | cells |
|---|---|
| counterMod.count | 32 |
| clk_out | 1 |
==> metal layers <==
layer	track usage (%)	part of all wire, %	up-vias
li1	-	-	686
met1	21.4	52	641
met2	19.9	43	11
met3	2.78	3.1	5
met4	1.82	1.7	0
met5	0	0	-
==> power groups by stage <==
stage     clock network (mW)  registers, mW  logic (mW)
4_1_cts                0.189          0.296      0.0735
6_report               0.181          0.297      0.0728
5_1_grt                0.203          0.302      0.0827
==> cells in the final DEF (no fill, tap or decap), types with 5 or more instances in the layout <==
cell / netlist / layout
nor2_1: 8 / 8
nand2_1: 16 / 16
xor2_1: 12 / 12
clkbuf_8: 0 / 6
or3_1: 5 / 5
a21oi_1: 5 / 5
dfrtp_1: 33 / 33
nand3_1: 10 / 10
and3_1: 7 / 7
xnor2_1: 10 / 10
nand4_1: 14 / 14
nor4_1: 11 / 10
==> cell families after synthesis <==
family / synth area share, %
xor+xnor: 10.7
fa+ha+maj: 0.695
compound gates: 6.53
simple gates: 32.5
buf+inv: 3.75
flops: 45.9
==> per-stage QoR <==
stage	instances	cell area, µm²	total power [mW]	utilization [%]
after global placement	250	1890	0.372	33.5
after CTS	257	1980	0.559	35.0
final	257	1980	0.550	35.0
after global routing	257	1980	0.588	35.0
after floorplan	180	1800	0.354	-
after detailed placement	250	1890	0.373	33.5
==> area by class of cell <==
type / count / area, µm² / area share, %
Clock buffer: 7 / 86.3 / 4.37
Inverter: 4 / 15.0 / 0.760
Multi-Input combinational cell: 136 / 913 / 46.2
Sequential cell: 33 / 826 / 41.8
Tap cell: 72 / 90.1 / 4.56
Timing Repair Buffer: 5 / 45.0 / 2.28
==> path summary, 6_finish.rpt <==
path / startpoint / end / slack (ns) / cells past startpoint
setup / recovery: en / counterMod.count[22]$_DFFE_PP0P_ / 2.47 / 5
max in group asynchronous: rst / counterMod.count[0]$_DFFE_PP0P_ / 3.92 / 3
hold / removal: counterMod.count[31]$_DFFE_PP0P_ / counterMod.count[31]$_DFFE_PP0P_ / 0.46 / 1
setup reg to reg: counterMod.count[0]$_DFFE_PP0P_ / counterMod.count[22]$_DFFE_PP0P_ / 3.47 / 5
hold reg to reg: counterMod.count[31]$_DFFE_PP0P_ / counterMod.count[31]$_DFFE_PP0P_ / 0.46 / 1
min in group asynchronous: rst / counterMod.count[8]$_DFFE_PP0P_ / 1.19 / 3
Power figures rest on the tool's default switching activity, not on a simulated workload.
