--- flow/design.v ---
`timescale 1ns / 1ps
module AlarmMinHour(
    input clk_out_seconds, 
    input reset, 
    input Updown,  
    input alarm_count_hours,
    input alarm_count_min, 
    output  [3:0] alarm_minutes_units, 
    output  [2:0] alarm_minutes_tens,
    output  [3:0] alarm_hours_units,
    output  [1:0] alarm_hours_tens
    );
 wire[5:0] countMin;
 wire[4:0] counthours;
 Binary_Counter #(6,60) Minutes( clk_out_seconds, reset, alarm_count_min, Updown,countMin);
 Binary_Counter # (5, 24) Hours( clk_out_seconds, reset, alarm_count_hours , Updown, counthours);
 assign alarm_minutes_units = countMin % 10;
 assign alarm_minutes_tens = countMin / 10;
 assign alarm_hours_units = counthours % 10;
 assign alarm_hours_tens = counthours / 10;
endmodule
`timescale 1ns / 1ps
module Binary_Counter # (parameter x =3, n=6)(input clk, reset, en, updown, output [x-1:0] count);
reg [x-1:0] count;
always @ (posedge clk, posedge reset)
begin 
    if(reset == 1)
        count <= 0;
    else
    if (en == 1)
        if(updown)
            if (count== n-1) 
                count <=0;
            else 
                count <=count+1;
        else
             if (count== 0) 
                count <=n-1;
            else 
                count <=count-1;           
    else
        count <= count;
end 
endmodule
--- flow/run.sh ---
#!/bin/bash
# OpenROAD 26Q1-2900-gdf79404cd8, Yosys 0.63+post, stock flow scripts
make -C /OpenROAD-flow-scripts/flow DESIGN_CONFIG=/design/flow/config.mk WORK_HOME=/design/flow/orfs finish
--- flow/config.mk ---
export PLATFORM = sky130hd
export DESIGN_NAME = AlarmMinHour
export DESIGN_NICKNAME = AlarmMinHour
export VERILOG_FILES = /design/flow/design.v
export SDC_FILE = /design/flow/constraint.sdc
export NUM_CORES = 4
export LEC_CHECK = 1
export CORE_AREA = 10 10 105 105
export DIE_AREA = 0 0 115 115
--- flow/constraint.sdc ---
current_design AlarmMinHour

set clk_period 3.1
set clk_io_pct 0.2

create_clock -name clk0 -period $clk_period [get_ports {clk_out_seconds}]

set non_clock_inputs [all_inputs -no_clocks]
set_input_delay [expr $clk_period * $clk_io_pct] -clock clk0 $non_clock_inputs
set_output_delay [expr $clk_period * $clk_io_pct] -clock clk0 [all_outputs]
==> out/metrics.json <==
{
  "power": {
    "cellLeakagePower_uw": 0.000851,
    "power-per-cell-area_nw_per_um2": 967,
    "worst_ir_drop_on_vdd_mv": 0.589
  },
  "timing": {
    "fin_worst_skew_ps": 5.30,
    "timing.final.max_slew_violations": 0,
    "setup-tns-final_ps": -121,
    "finalClockPeriodUsage": 1.04,
    "timing.final.ws_setup_ps": -121,
    "slew-limit-headroom": 0.686,
    "maximum_frequency_from_static_timing_analysis_mhz": 310,
    "final-setup-viol-count": 1,
    "max_slew.worst_pin.slew_ps": 471,
    "hold_viol": 0,
    "grt_setup_unrepaired": "true",
    "final_critical_path_required_period_ps": 3220
  },
  "route": {
    "diodes": 0,
    "antenna_violating_nets_post_route": 0,
    "detail_route.wirelength_mm": 3.72,
    "post-route-drc-count": 0,
    "dr.pass1.iters": 4,
    "m1WireLength_mm": 1.89,
    "met2_length_mm": 1.58,
    "dr.first_iter.drc_count": 66,
    "route.vias.total": 1474,
    "top_signal_layer_used": "met4",
    "met3_length_um": 223,
    "vias_per_cell": 4.47,
    "detail_route.wl_per_cell_um": 11.3
  },
  "logic_synthesis": {
    "ys.flop_type": "dfrtp_1",
    "synth-cells-yosys": 185,
    "synth_flops": 11,
    "synthDominantCellAreaShare": 0.195,
    "enable_flop_cells": 0,
    "yosys_warnings": 2,
    "top_area_cell": "dfrtp_1",
    "post_synth_inst_count": 185,
    "syn-mean-instance-area_um2": 7.63,
    "postSynthSeqShare": 0.195,
    "synth_async_sr_flop_share": 1.00,
    "synthesis.area_um2": 1410,
    "netlist-cell-type-count": 50,
    "yosys-top-cells-area": "dfrtp_1 20%, ha_1 11%, o21ai_0 5.7%",
    "ys_area_um2": 1410
  },
  "global_routing": {
    "grt_first_pass_wirelength_mm": 6.24,
    "grt_antenna_before_repair": 0,
    "grt_remaining_overflow": 0,
    "grt.total_usage": 0.0551,
    "grt_start_max_net_pins": 16,
    "vias_in_the_first_global_route": 1358
  },
  "die": {
    "initial_utilization": 0.161,
    "chipArea_um2": 13200,
    "floorplan.core_area_um2": 8760,
    "die-width_um": 115,
    "row_count": 34,
    "pin_count": 18,
    "die_h_um": 115
  },
  "critical_path": {
    "crit_path_end_kind": "output port",
    "worst_ep_required_time_ps": 2480,
    "crit-reg2reg-launch": "Minutes.count[4]$_DFFE_PP0P_",
    "timing_worst_setup_path_type": "reg -> out",
    "critical_path_arrival_ps": 2600,
    "worst_reg_to_reg_setup_slack_ps": 1100,
    "max_stage_delay_ps": 380,
    "slowest_stage": "dfrtp_1",
    "r2r_cells": 11,
    "worst-path-max-fanout": 4,
    "crit_chain": "nor2_2 -> inv_2 -> ha_4 -> nor2b_2 -> and3_4 -> a21o_1 -> a221oi_2 -> ha_2 -> nor2b_4 -> o221a_4 -> a21oi_2 -> o21ai_1 -> buf_2",
    "cp-start-kind": "flip-flop",
    "critical_path.reg2reg.endpoint": "Minutes.count[5]$_DFFE_PP0P_"
  },
  "cells_and_area": {
    "fillers": 949,
    "area_delta_synth_final_pct": 39.5,
    "finish.utilization": 0.225,
    "drive_above_1_share": 0.261,
    "mostFrequentLayoutCells": "30 x buf_4, 14 x nor2_1, 13 x nand2_1, 13 x o21ai_0, 13 x clkdlybuf4s50_1",
    "finish.cell_count_without_fillers": 330,
    "final_area_um2": 1970,
    "final_layout_top_logic_cell": "buf_4"
  },
  "clock_tree": {
    "cts.htree.levels": 1,
    "cts.reportedPaths.clkPinSlew_ps": 50,
    "postCtsHoldBufs": 0,
    "cts_buffers": 3,
    "tritoncts": "built",
    "clock_net_sink_count": 11,
    "root_buffer": "clkbuf_8",
    "worst_skew_pair.late_latency_ps": 240,
    "ctsLongestPathBuffers": 2
  },
  "worst_hold_path": {
    "hold_path_class": "reg -> reg",
    "min_path_cells": 2,
    "hold_path_startpoint": "Minutes.count[0]$_DFFE_PP0P_",
    "worstHoldEndpoint": "Minutes.count[0]$_DFFE_PP0P_"
  },
  "placement": {
    "place.detailed.hpwl_mm": 2.72,
    "dp_slack_ps": -270,
    "gpl.final_weighted_congestion": 0.858,
    "place.port_buffers": 17,
    "placed_cells_incl_taps": 315,
    "post_place_cell_area_um2": 1790
  },
  "run": {
    "warning_count": 33,
    "cap_violations": 0
  },
  "run_status": {
    "run_status": "finished with violations",
    "violations": "negative setup slack"
  }
}
[critical path: cells and delay by family, from the launching register on]
| kind | cells | cell delay, ps |
|---|---|---|
| compound gates | 5 | 750 |
| fa+ha+maj | 2 | 560 |
| simple gates | 4 | 500 |
| flops | 1 | 380 |
| buf+inv | 2 | 170 |
[through the flow]
stage	total power [µW]	hold WS, ps
finish	1910	645
global route	2100	699
CTS	1890	654
detailed placement	1590	642
global placement	1590	628
floorplan	1050	472
[power by group]
group          total (µW)  internal, µW  switching, µW
clock network         144          90.3           54.0
logic                1470           824            646
registers             291           200           90.7
total                1910          1110            791
[state kept, by name, indices dropped and copies added, names as in the netlist]
signal / count
Minutes.count: 6
Hours.count: 5
[final cells by class]
class                   instances  area, µm²  share of cell area
inverters                      14       52.6              0.0267
flip-flops and latches         11        275               0.140
clock buffers                   4       45.0              0.0229
repair buffers                 48        398               0.202
multi-input cells             145       1060               0.540
well taps                     108        135              0.0686
[cells by family (layout without fill, tap and decap cells)]
kind of cell | count (synthesis) | after routing | synth area share
AND/OR/NAND/NOR | 61 | 61 | 0.229
flip-flops | 11 | 11 | 0.195
buffers and inverters | 29 | 66 | 0.0940
XOR/XNOR | 5 | 5 | 0.0310
AND-OR/OR-AND | 61 | 61 | 0.301
adder cells (fa/ha/maj) | 14 | 14 | 0.121
multiplexers | 4 | 4 | 0.0301
[worst max path at each step]
| stage | end | depth (start not counted) | startpoint | slack (ps) |
|---|---|---|---|---|
| after CTS | alarm_minutes_units[3] | 13 | Minutes.count[3]$_DFFE_PP0P_ | -100 |
| after global routing | alarm_minutes_units[3] | 13 | Minutes.count[4]$_DFFE_PP0P_ | -270 |
| final | alarm_minutes_units[3] | 13 | Minutes.count[4]$_DFFE_PP0P_ | -120 |
[cells in the mapped netlist (all sizes together), types with 4 or more instances]
cell   count
nor2      16
o21ai     16
inv       14
buf       13
nand2     13
a21oi     12
ha        12
dfrtp     11
nor2b      7
nand3      6
a21o       5
a31oi      5
xnor2      5
a22o       4
and3       4
[routing by layer]
metal	up-vias	global-route usage
met2	41	0.0830
met1	684	0.0788
met3	4	0.0164
met5	-	0
met4	0	0.00578
li1	745	-
[what timing repair did]
action / in CTS / in global routing
setup endpoints to repair: 3 / 6
pin swaps: 11 / 4
cloned: 0 / 0
buffers inserted: 10 / 1
resized: 19 / 9
Power figures rest on the tool's default switching activity, not on a simulated workload.
