===== flow/config.mk =====
export PLATFORM = sky130hd
export DESIGN_NAME = MinHour
export DESIGN_NICKNAME = MinHour
export VERILOG_FILES = /design/flow/design.v
export SDC_FILE = /design/flow/constraint.sdc
export NUM_CORES = 4
export LEC_CHECK = 1
export CORE_UTILIZATION = 40

===== flow/constraint.sdc =====
current_design MinHour

set clk_period 2.5
set clk_io_pct 0.2

create_clock -name clk0 -period $clk_period [get_ports {clk_out_seconds}]

set non_clock_inputs [all_inputs -no_clocks]
set_input_delay [expr $clk_period * $clk_io_pct] -clock clk0 $non_clock_inputs
set_output_delay [expr $clk_period * $clk_io_pct] -clock clk0 [all_outputs]

===== flow/design.v =====
`timescale 1ns / 1ps
module Binary_Counter # (parameter x =3, n=6)(input clk, reset, en, updown, output [x-1:0] count);
reg [x-1:0] count;
always @ (posedge clk, posedge reset)
begin 
    if(reset == 1)
        count <= 0;
    else
    if (en == 1)
        if(updown)
            if (count== n-1) 
                count <=0;
            else 
                count <=count+1;
        else
             if (count== 0) 
                count <=n-1;
            else 
                count <=count-1;           
    else
        count <= count;
end 
endmodule
`timescale 1ns / 1ps
module MinHour(
    input clk_out_seconds, 
    input reset, 
    input enable_seconds,
    input Updown,  
    input count_hours,
    input count_min,
    output  [3:0] seconds_units, 
    output  [2:0] seconds_tens, 
    output  [3:0] minutes_units, 
    output  [2:0] minutes_tens,
    output  [3:0] hours_units,
    output  [1:0] hours_tens
    );
 wire[5:0] countsec;
 wire[5:0] countMin;
 wire[4:0] counthours;
 Binary_Counter #(6,60) Seconds( clk_out_seconds, reset, enable_seconds, Updown, countsec);
 Binary_Counter #(6,60) Minutes( clk_out_seconds, reset, enable_seconds ? (countsec == 59): count_min, Updown,countMin);
 Binary_Counter # (5, 24) Hours( clk_out_seconds, reset, enable_seconds ? (countMin == 59 & countsec == 59):count_hours , Updown, counthours);
 assign seconds_units = countsec % 10;
 assign seconds_tens = countsec  / 10;
 assign minutes_units = countMin % 10;
 assign minutes_tens = countMin / 10;
 assign hours_units = counthours % 10;
 assign hours_tens = counthours / 10;
endmodule

===== flow/run.sh =====
#!/bin/bash
# OpenROAD 26Q1-2900-gdf79404cd8, Yosys 0.63+post, stock flow scripts
make -C /OpenROAD-flow-scripts/flow DESIGN_CONFIG=/design/flow/config.mk WORK_HOME=/design/flow/orfs finish

==> out/results.tsv <==
metric	value	unit
status	finished, violations left	
violations	negative setup slack	
slew_headroom	53.4	%
synth-compound-area-share	34.6	%
drc	0	
grt_first_pass_wirelength	11900	um
cts-htree-levels	1	
met1_usage	34.4	%
synth-warning-count	2	
worst_slack	-0.890	ns
drt_iter0_markers	139	
cp-start-kind	register	
worst_slew_pin_slew	0.699	ns
die_area	0.00652	sq mm
via_count	2800	
antenna_left	0	
fmax	0.295	GHz
grt-ovfl-total	0	
fin_crit	3.39	ns
critPathArrivalTime	2.89	ns
internal_power	3.19	mW
num_antenna_cells	0	
met3_usage	1.85	%
edf_count	0	
post_synth.cell_area_avg	7.72	sq um
fin_setup_tns	-3.67	ns
synthToLayoutAreaGrowth	53.4	%
fp-utilization	41.6	%
max_cap_violations	0	
mux_share	3.38	%
rsz0062_at_grt	yes	
path_max_fanout	4	
cts-root-buf	clkbuf_8	
ys_sh_adder	14.5	%
die_height	80.7	um
finalCritPeriodShare	136	%
grt_usage	23.1	%
worstSetupPathType	register to output pin	
ys_top_logic_family	AND-OR/OR-AND gates	
cts_tree	done	
vdd.ir_drop.worst	0.968	mV
p_per_area	1470	mW/mm^2
numCtsBuffers	3	
pwr-share-seq	9.1	%
grt_max_degree	19	
slew_viol_final	0	
hold_viol	0	
pwr-share-clk	3.8	%
clk_pin_slew	0.07	ns
coreArea	0.00596	sq mm
wl	6880	um
viasPerCell	5.60	
finalClockSkew	0.00443	ns
synth.distinct_cells	66	
use_met2	38.1	%
flop_cell	dfrtp_1	
pin_count	26	
portBuffers	25	
clkSinkCount	17	
ys.flops	17	
grt-busiest-layer	met2	
hpwl	4740	um
tool_warnings	45	
xor_area_share	2.47	%
combPwrFrac	87.1	%
async_flop_share	100	%
ys_seq_share	17.2	%
fp.dieW	80.7	um
synth_stat.cells	321	
swShare	42.7	%
worst_setup_path_end_kind	output pin	
clock_latency	0.26	ns
drtPass1Iterations	4	
num_rows	28	
gp_congestion	0.921	
grt_pass1_vias	2590	
power_switching	2.38	mW
grt_antenna_before_repair	0	
synth.cell_area	0.00248	sq mm
setup_viol	10	
total_power	5.58	mW
hp-class	register to register	
synthCells	321	
fillers	489	
simple_gate_area_share	19.3	%
yosys.stat.chipArea	0.00248	sq mm
clock_path_buffers	2	
leakage	1.68	nW
drt-wirelength-per-cell	13.8	um
layout-drive-gt1-share	39.3	%
cp.required	2.00	ns
-- registers in the layout, indices dropped and copies added, names as in the netlist --
register       cells
Minutes.count      6
Seconds.count      6
Hours.count        5
-- area by class of cell --
cell class,instances,area [sq um],share of cell area [%]
tap,75,93.8,2.47
clock inverter,1,5.00,0.132
sequential,17,425,11.2
multi-input combinational,257,2150,56.6
timing repair buffer,121,981,25.8
inverter,26,105,2.76
clock buffer,3,41.3,1.09
-- worst max-delay path: stages (launching register included) --
cell and delay, ns:
dfrtp_1 0.40, inv_4 0.05, ha_4 0.15, or2_1 0.24
ha_1 0.27, nand2b_4 0.15, o21ai_4 0.15, and3_4 0.21
a21oi_4 0.04, ha_4 0.17, or4_1 0.50, nand3_1 0.09
a32o_1 0.13, buf_2 0.09
-- kinds of logic after synthesis --
group                    Yosys count
flip-flops                        17
buffers and inverters             47
adder cells (fa/ha/maj)           29
XOR/XNOR                           7
multiplexers                       7
AND-OR/OR-AND                    125
AND/OR/NAND/NOR                   89
-- stage by stage --
step                setup slack (ns)  instance area [sq um]  utilization, %  hold WS, ns  instances
CTS                           -0.903                   3780            63.4        0.646        500
floorplan                     -0.584                   2550               -        0.426        321
global placement              -0.940                   3300            55.4        0.618        471
detailed placement            -0.992                   3300            55.4        0.631        471
global route                   -1.00                   3800            63.8        0.687        500
finish                        -0.890                   3800            63.8        0.634        500
-- power by group through the flow --
stage,Clock [mW],Sequential [mW],Combinational [mW]
4_1_cts,0.221,0.504,4.76
5_1_grt,0.234,0.526,5.35
6_report,0.213,0.507,4.86
-- Yosys cell counts (all sizes together) (3+ instances only) --
master	count	area (sq um)
clkbuf	7	26.3
a211o	5	43.8
nand4	6	37.5
a21o	5	37.5
nand3	8	40.0
o22a	3	26.3
a211oi	4	30.0
a311oi	3	26.3
nor3	6	41.3
nand2	16	60.1
a32o	3	30.0
nor2b	6	37.5
and2	4	25.0
o22ai	3	18.8
xnor2	6	52.6
nor2	21	78.8
a31oi	7	50.1
and3	3	18.8
ha	28	350
o21ai	31	155
a21oi	24	120
o31ai	6	45.0
mux2i	5	50.1
nand2b	6	37.5
dfrtp	17	425
o21a	4	30.0
inv	25	93.8
buf	14	86.3
o211ai	5	37.5
-- placed cells by master (no fill, tap or decap), drive strengths merged, types with 3 or more instances in the layout --
| cell | n |
|---|---|
| a31oi | 7 |
| a211oi | 4 |
| buf | 105 |
| nand2b | 6 |
| a21oi | 24 |
| clkdlybuf4s50 | 13 |
| and2 | 4 |
| o21ai | 31 |
| nand4 | 6 |
| a21o | 5 |
| nor2b | 6 |
| o22a | 3 |
| o31ai | 6 |
| a211o | 5 |
| xnor2 | 6 |
| and3 | 3 |
| o21a | 4 |
| a32o | 3 |
| o22ai | 3 |
| dfrtp | 17 |
| clkbuf | 5 |
| nand2 | 16 |
| nand3 | 8 |
| ha | 28 |
| nor2 | 21 |
| a311oi | 3 |
| mux2i | 5 |
| o211ai | 5 |
| nor3 | 6 |
| inv | 25 |
-- final timing paths --
path                                       start                to  slack (ns)  cells past startpoint
worst min-delay path            Seconds.count[0]  Seconds.count[0]        0.63                      2
worst min register to register  Seconds.count[0]  Seconds.count[0]        0.63                      2
worst max register to register  Seconds.count[2]    Hours.count[0]        0.34                      7
worst max-delay path            Minutes.count[4]  minutes_units[3]       -0.89                     13
max in group asynchronous                  reset  Minutes.count[5]        1.41                      2
min in group asynchronous                  reset  Minutes.count[4]        0.65                      2
-- per-layer routing --
| layer | wire length [um] | vias to the layer above |
|---|---|---|
| li1 | - | 1416 |
| met1 | 3330 | 1314 |
| met2 | 3220 | 66 |
| met3 | 297 | 4 |
| met4 | 36 | 0 |
| met5 | 0 | - |
-- repair_timing --
action	4_1_cts	5_1_grt
pin swaps	42	22
hold buffers	0	0
gates resized	93	14
gates cloned	0	0
setup endpoints to repair	14	15
setup buffers	25	2
Power and IR drop assume default switching activity.
